==> flow/design.v <==
module ip_lms2rgb 
   #(
    parameter CIIW    = 8,                
    parameter CIPW    = 6,                
    parameter COIW    = 8,                
    parameter COPW    = 0,                
    parameter CIW     = CIIW + CIPW,
    parameter COW     = COIW + COPW
    )
(
output    [COW-1:0]         o_data_r,
output    [COW-1:0]         o_data_g,
output    [COW-1:0]         o_data_b,
output                      o_hstr,
output                      o_hend,
output                      o_href,
input     [CIW-1:0]         i_data_l,
input     [CIW-1:0]         i_data_m,
input     [CIW-1:0]         i_data_s,
input                       i_hstr,
input                       i_hend,
input                       i_href,
input                       clk,
input                       rst_n
);
localparam [4:0]            SHIFT_BIT = (11 +CIPW -COPW);  
localparam [COW:0]          MAX_NUM   = (2**COW);
localparam [3:0]            DEL_NUM   = 3;
localparam [3:0]            DEL_TOL   = (DEL_NUM)*3-1;
reg    [CIW-1:0]            i_data_l_dly;
reg    [CIW-1:0]            i_data_m_dly;
reg    [CIW-1:0]            i_data_s_dly;
reg                         i_hstr_dly;
reg                         i_hend_dly;
reg                         i_href_dly;
reg    [13 + CIW : 0]       l_x8349_stg_1;
reg    [13 + CIW : 0]       m_x6774_stg_1;
reg    [9  + CIW : 0]       s_x473_stg_1;
wire   [13 + CIW : 0]       l_x8349_stg_1_nxt;
wire   [13 + CIW : 0]       m_x6774_stg_1_nxt;
wire   [9  + CIW : 0]       s_x473_stg_1_nxt;
wire   [13 + CIW : 0]       l_x8349_stg_2;
wire   [13 + CIW : 0]       m_x6774_stg_2;
wire   [9  + CIW : 0]       s_x473_stg_2;
reg    [14 + CIW : 0]       r_x2048;
wire   [14 + CIW : 0]       r_x2048_nxt;
wire   [11 +CIPW -COPW-1:0] r_x2048_rnd;
reg    [COW    : 0]         r_x2048_sft;
wire   [COW    : 0]         r_x2048_sft_nxt;
wire   [COW -1 : 0]         o_data_r_nxt;
reg    [11 + CIW : 0]       l_x2598_stg_1;
reg    [12 + CIW : 0]       m_x5345_stg_1;
reg    [9  + CIW : 0]       s_x699_stg_1;
wire   [11 + CIW : 0]       l_x2598_stg_1_nxt;
wire   [12 + CIW : 0]       m_x5345_stg_1_nxt;
wire   [9  + CIW : 0]       s_x699_stg_1_nxt;
wire   [11 + CIW : 0]       l_x2598_stg_2;
wire   [12 + CIW : 0]       m_x5345_stg_2;
wire   [9  + CIW : 0]       s_x699_stg_2;
reg    [13 + CIW : 0]       g_x2048;
wire   [13 + CIW : 0]       g_x2048_nxt;
wire   [11 +CIPW -COPW-1:0] g_x2048_rnd;
reg    [COW    : 0]         g_x2048_sft;
wire   [COW    : 0]         g_x2048_sft_nxt;
wire   [COW -1 : 0]         o_data_g_nxt;
reg    [10 + CIW : 0]       m_x1441_stg_1;
reg    [12 + CIW : 0]       s_x3497_stg_1;
reg    [3  + CIW : 0]       l_x9_stg_1;
wire   [10 + CIW : 0]       m_x1441_stg_1_nxt;
wire   [12 + CIW : 0]       s_x3497_stg_1_nxt;
wire   [3  + CIW : 0]       l_x9_stg_1_nxt;
wire   [10 + CIW : 0]       m_x1441_stg_2;
wire   [12 + CIW : 0]       s_x3497_stg_2;
wire   [3  + CIW : 0]       l_x9_stg_2;
reg    [13 + CIW : 0]       b_x2048;
wire   [13 + CIW : 0]       b_x2048_nxt;
wire   [11 +CIPW -COPW-1:0] b_x2048_rnd;
reg    [COW    : 0]         b_x2048_sft;
wire   [COW    : 0]         b_x2048_sft_nxt;
wire   [COW -1 : 0]         o_data_b_nxt;
reg    [DEL_TOL:0]          out_que;
wire   [DEL_TOL:0]          out_que_nxt;
assign  l_x8349_stg_1_nxt  = (i_data_l << 13);  
assign  m_x6774_stg_1_nxt  = (i_data_m << 13);
assign  s_x473_stg_1_nxt   = (i_data_s << 9);
assign  l_x8349_stg_2      = l_x8349_stg_1 + (i_data_l_dly << 7)  + (i_data_l_dly << 5) - (i_data_l_dly << 1) - (i_data_l_dly << 0);
assign  m_x6774_stg_2      = m_x6774_stg_1 - (i_data_m_dly << 10) - (i_data_m_dly << 8) - (i_data_m_dly << 7) - (i_data_m_dly << 3) - (i_data_m_dly << 1);
assign  s_x473_stg_2       = s_x473_stg_1  - (i_data_s_dly << 5)  - (i_data_s_dly << 2) - (i_data_s_dly << 1) - (i_data_s_dly << 0);
assign  r_x2048_nxt        = l_x8349_stg_2 - m_x6774_stg_2 + s_x473_stg_2;
assign  r_x2048_rnd        = {1'b1,{(SHIFT_BIT -1){1'b0}}};
assign  r_x2048_sft_nxt    = ((r_x2048) + (r_x2048_rnd)>>> SHIFT_BIT);
assign  o_data_r           = r_x2048_sft | {COW{r_x2048_sft[COW]}};
assign  l_x2598_stg_1_nxt  = (i_data_l << 11);
assign  m_x5345_stg_1_nxt  = (i_data_m << 12);
assign  s_x699_stg_1_nxt   = (i_data_s << 9);
assign  l_x2598_stg_2      = l_x2598_stg_1 + (i_data_l_dly << 9)  + (i_data_l_dly << 5) + (i_data_l_dly << 2) + (i_data_l_dly << 1);
assign  m_x5345_stg_2      = m_x5345_stg_1 + (i_data_m_dly << 10) + (i_data_m_dly << 7) + (i_data_m_dly << 6) + (i_data_m_dly << 5) + (i_data_m_dly << 0);
assign  s_x699_stg_2       = s_x699_stg_1  + (i_data_s_dly << 7)  + (i_data_s_dly << 6) - (i_data_s_dly << 2) - (i_data_s_dly << 0);
assign  g_x2048_nxt        = -l_x2598_stg_2 + m_x5345_stg_2 - s_x699_stg_2;
assign  g_x2048_rnd        = {1'b1,{(SHIFT_BIT -1){1'b0}}};
assign  g_x2048_sft_nxt    = ((g_x2048) + (g_x2048_rnd)>>> SHIFT_BIT);
assign  o_data_g           = g_x2048_sft | {COW{g_x2048_sft[COW]}};
assign  l_x9_stg_1_nxt     = (i_data_l << 3)  + (i_data_l << 0);
assign  m_x1441_stg_1_nxt  = (i_data_m << 10);
assign  s_x3497_stg_1_nxt  = (i_data_s << 12);
assign  l_x9_stg_2         = l_x9_stg_1;
assign  m_x1441_stg_2      = m_x1441_stg_1 + (i_data_m_dly << 8) + (i_data_m_dly << 7) + (i_data_m_dly << 5) + (i_data_m_dly << 0);
assign  s_x3497_stg_2      = s_x3497_stg_1 - (i_data_s_dly << 9) - (i_data_s_dly << 6) - (i_data_s_dly << 4) - (i_data_s_dly << 3) + (i_data_s_dly << 0);
assign  b_x2048_nxt        = -l_x9_stg_2 - m_x1441_stg_2 + s_x3497_stg_2;
assign  b_x2048_rnd        = {1'b1,{(SHIFT_BIT -1){1'b0}}};
assign  b_x2048_sft_nxt    = ((b_x2048) + (b_x2048_rnd)>>> SHIFT_BIT);
assign  o_data_b           = b_x2048_sft | {COW{b_x2048_sft[COW]}};
assign out_que_nxt         = {out_que[DEL_TOL:0] , i_hstr,i_href,i_hend};
assign o_hstr              = out_que[DEL_TOL];
assign o_href              = out_que[DEL_TOL-1];
assign o_hend              = out_que[DEL_TOL-2];
always@(posedge clk or negedge rst_n)begin
    if (!rst_n) begin
        i_data_l_dly  <= 0;
        i_data_m_dly  <= 0;
        i_data_s_dly  <= 0;
        r_x2048       <= 0;
        g_x2048       <= 0;
        b_x2048       <= 0;
        b_x2048_sft   <= 0;
        g_x2048_sft   <= 0;
        r_x2048_sft   <= 0;
        l_x8349_stg_1 <= 0;
        m_x6774_stg_1 <= 0;
        s_x473_stg_1  <= 0;
        l_x2598_stg_1 <= 0;
        m_x5345_stg_1 <= 0;
        s_x699_stg_1  <= 0;
        l_x9_stg_1    <= 0;
        m_x1441_stg_1 <= 0;
        s_x3497_stg_1 <= 0;
        out_que       <= 0;
    end
    else begin
        i_data_l_dly  <= i_data_l;
        i_data_m_dly  <= i_data_m;
        i_data_s_dly  <= i_data_s;
        r_x2048       <= r_x2048_nxt;
        g_x2048       <= g_x2048_nxt;
        b_x2048       <= b_x2048_nxt;
        b_x2048_sft   <= b_x2048_sft_nxt;
        g_x2048_sft   <= g_x2048_sft_nxt;
        r_x2048_sft   <= r_x2048_sft_nxt;
        l_x8349_stg_1 <= l_x8349_stg_1_nxt;
        m_x6774_stg_1 <= m_x6774_stg_1_nxt;
        s_x473_stg_1  <= s_x473_stg_1_nxt ;
        l_x2598_stg_1 <= l_x2598_stg_1_nxt;
        m_x5345_stg_1 <= m_x5345_stg_1_nxt;
        s_x699_stg_1  <= s_x699_stg_1_nxt ;
        l_x9_stg_1    <= l_x9_stg_1_nxt;
        m_x1441_stg_1 <= m_x1441_stg_1_nxt;
        s_x3497_stg_1 <= s_x3497_stg_1_nxt;
        out_que       <= out_que_nxt;
    end
end
endmodule
==> flow/run.sh <==
#!/bin/bash
# OpenROAD 26Q1-2900-gdf79404cd8, Yosys 0.63+post, stock flow scripts
make -C /OpenROAD-flow-scripts/flow DESIGN_CONFIG=/design/flow/config.mk WORK_HOME=/design/flow/orfs finish
==> flow/config.mk <==
export PLATFORM = sky130hd
export DESIGN_NAME = ip_lms2rgb
export DESIGN_NICKNAME = ip_lms2rgb
export VERILOG_FILES = /design/flow/design.v
export SDC_FILE = /design/flow/constraint.sdc
export NUM_CORES = 4
export LEC_CHECK = 1
export CORE_UTILIZATION = 50
==> flow/constraint.sdc <==
current_design ip_lms2rgb

set clk_period 22.2
set clk_io_pct 0.2

create_clock -name clk0 -period $clk_period [get_ports {clk}]

set non_clock_inputs [all_inputs -no_clocks]
set_input_delay [expr $clk_period * $clk_io_pct] -clock clk0 $non_clock_inputs
set_output_delay [expr $clk_period * $clk_io_pct] -clock clk0 [all_outputs]
==> metrics.cfg <==
[yosys]
synth_cell_types=61
ys_seq_share=0.1428
yosys_warnings=1
synth-main-ff-cell=dfrtp_1
syn_area_per_cell_um2=10.75
synth_flop_count=123
synth_stat.cells=2004
enable_flop_cells=0
synthCells=2004
postSynth.asyncResetShare=1.000
yosysChipArea_mm2=0.02155
synth_area_mm2=0.02155

[clock_network]
clk_latency_ns=0.45
post-cts-setup-buffers=0
cts_resized=0
clock_sinks=123
htreeDepth=4
cts_buffers=17
clk_path_buf_depth=2
clk_pin_slew_worst_paths_ns=0.06
clock_tree.root_cell=clkbuf_16
ctsHoldBuffers=0
cts_tree=built

[setup_path]
worstReg2RegEnd=r_x2048[25]
cp_num_buf_inv=4
path_class=reg2reg
crit_path_top_delay_cell=dfrtp_1
worstPathArrival_ns=10.00
cp_max_fo=11
r2r_start=i_data_s_dly[8]
cp.required_ns=22.51
endpoint_kind=flop
r2r_cells=28
ff2ff_setup_slack_ns=12.51
cp_common_cell=fa_1
start_kind=flop
cpPeakStageDelay_ns=0.91
cpLargestDelayFamily=adder cells

[timing]
max_freq_ghz=0.1032
tightest_slew_ns=0.9516
fin_crit_ns=9.688
finalSetupViolations=0
skew_ns=0.01724
tns_ns=0
finalMaxSlewViolations=0
finalClockPeriodUsage=0.4364
rsz0062_at_grt=false
hold_viol_final=0
slew_headroom=0.3618
fin_ws_ns=12.51

[placement]
post-dp-hpwl_um=36810
port_buffers=73
place.gp.congestion=0.8864
pre_cts_ws_ns=12.44

[min_path]
min_from=out_que[4]
min_delay_path_depth=0
hp-class=reg2reg
hold-path-endpoint=out_que[7]

[grt]
grt_pass1_vias=14920
grt_remaining_overflow=0
globalRouteTotalUtil=0.2509
antenna_found_initial=0
grt_pass1_wl_um=77450
grt_max_degree=72

[detailed_routing]
drt_iter0_markers=409
num_vias=13300
drt-total-wl_um=45870
vias_per_cell=4.959
antennaDiodeCount=0
ant_nets=0
routedWlPerCell_um=17.11
drt_pass1_iterations=4
route.detailed.drc=0

[finish]
logic_area_mm2=0.01609
fillers=3615
drive_above_1_share=0.05182
syn_to_final_growth_pct=10.61
ff_latch_area_mm2=0.003078
post-route-util=0.5644

[flow_run]
maxCapViolCount=0
log.warning_count=55

[floorplan]
die_h_um=209.6
dieArea_mm2=0.04393
die_x_um=209.6
num_io_pins=74
core_area_mm2=0.04223
fp_util=0.5103
rows=75

[status]
outcome=finished clean

cell usage after synthesis, drive strengths merged (3+ instances only):
cell type  instances  area (µm²)
a211oi             8       60.06
a21boi             4       30.03
a21o              23       175.2
a21oi             50       254.0
a31o               3       26.28
a31oi              3       18.77
and2               4       26.28
and3              15       95.09
dfrtp            123        3078
fa               441        8828
ha               335        4192
inv              634        2380
nand2             22       82.58
nand2b             5       31.28
nand3             37       185.2
nand4              5       31.28
nor2              57       214.0
nor2b              9       56.30
nor3              13       65.06
o21a              10       75.07
o21ai             29       160.2
o21bai             6       56.31
o31ai              3       22.52
or2               28       175.2
or3                5       31.28
xnor2             74       648.1
xor2              28       245.2
worst max-delay path by stage:
stage / start / to / slack (ns) / cells after the start
global route: i_data_s_dly[8] / r_x2048[23] / 11.94 / 28
finish: i_data_s_dly[8] / r_x2048[25] / 12.51 / 28
CTS: i_data_s_dly[8] / r_x2048[25] / 12.38 / 28
cell families after synthesis:
| logic type | after synthesis | share of synthesized area |
|---|---|---|
| adder cells (fa/ha/maj) | 776 | 0.6042 |
| buffers and inverters | 635 | 0.1106 |
| multiplexers | 1 | 0.0005226 |
| XOR/XNOR | 102 | 0.04146 |
| AND-OR/OR-AND | 159 | 0.05110 |
| AND/OR/NAND/NOR | 208 | 0.04924 |
| flip-flops | 123 | 0.1428 |
cell usage in the layout, fill, tap and decap left out, types with 4 or more instances in the layout:
master           count
buf_4               34
a211oi_1             8
nand2b_1             5
xnor2_1             74
nand3_1             37
nor3_1              13
nor2b_1              9
clkdlybuf4s50_1     72
nand4_1              5
o21bai_1             5
ha_1               335
xor2_1              28
nand2_1             22
o21a_1              10
bufinv_16            4
dfrtp_1            123
and3_1              14
o21ai_0             26
inv_1              634
or3_1                5
fa_1               441
nor2_1              57
a21o_1              21
clkbuf_16           17
a21oi_1             49
or2_2               28
through the flow:
step / cells / hold WS [ns] / instance area [µm²]
floorplan: 2004 / 0.3312 / 21550
global placement: 2649 / 0.3314 / 23210
detailed placement: 2649 / 0.3347 / 23210
CTS: 2681 / 0.3477 / 23840
global route: 2681 / 0.3516 / 23840
finish: 2681 / 0.3461 / 23840
final cells by class:
class                   instances  share of cell area
flip-flops and latches        123              0.1291
well taps                     539             0.02829
multi-input cells            1246              0.6749
clock inverters                10            0.006929
repair buffers                107             0.04142
inverters                     634             0.09984
clock buffers                  22             0.01948
worst reg2reg max path, delay by kind of cell (launching register included):
kind	cells	cell delay, ns
adders and majority gates	9	4.13
AOI/OAI and AO/OA	12	3.07
DFF	1	0.91
buffers and inverters	4	0.70
and+or+nand+nor	2	0.60
xor gates and xnor gates	1	0.14
registers in the layout, summed over array words and instances (netlist names):
| name | cells |
|---|---|
| l_x9_stg_1 | 18 |
| m_x1441_stg_1 | 1 |
| i_data_s_dly | 13 |
| out_que | 9 |
| i_data_m_dly | 13 |
| r_x2048_sft | 9 |
| i_data_l_dly | 10 |
| g_x2048 | 10 |
| l_x2598_stg_1 | 1 |
| r_x2048 | 10 |
| g_x2048_sft | 9 |
| s_x3497_stg_1 | 1 |
| b_x2048_sft | 9 |
| b_x2048 | 10 |
routing by layer:
layer  part of all wire  up-vias  global-route usage  wire (µm)
met3               0.10       28              0.1117       4710
met4              0.018        2             0.03272        827
met1               0.41     6585              0.3615      18810
met2               0.47      393              0.3833      21490
met5            0.00070        -            0.005562         32
li1                   -     6288                   -          -
