==> /design/flow/design.v <==
module  gm_curve
#(
parameter                       DATI_SZ         = 10,
parameter                       DATO_SZ         =  8,        
parameter                       LINEAR_CURVE    = 0
 )
(
output      [DATO_SZ+1:0]       px_o,                        
input       [DATI_SZ-1:0]       px_i,                        
input                           gm_en,                       
input       [DATO_SZ-1:0]       gm_seg_ypt1,                 
input       [DATO_SZ-1:0]       gm_seg_ypt2,                 
input       [DATO_SZ-1:0]       gm_seg_ypt3,                 
input       [DATO_SZ-1:0]       gm_seg_ypt4,                 
input       [DATO_SZ-1:0]       gm_seg_ypt5,                 
input       [DATO_SZ-1:0]       gm_seg_ypt6,                 
input       [DATO_SZ-1:0]       gm_seg_ypt7,                 
input       [DATO_SZ-1:0]       gm_seg_ypt8,                 
input       [DATO_SZ-1:0]       gm_seg_ypt9,                 
input       [DATO_SZ-1:0]       gm_seg_ypt10,                
input       [DATO_SZ-1:0]       gm_seg_ypt11,                
input       [DATO_SZ-1:0]       gm_seg_ypt12,                
input       [DATO_SZ-1:0]       gm_seg_ypt13,                
input       [DATO_SZ-1:0]       gm_seg_ypt14,                
input       [DATO_SZ-1:0]       gm_seg_ypt15,                
input       [DATO_SZ-1:0]       gm_seg_ypt16,                
input       [3:0]               crv_knee_idx,                
input       [3:0]               crv_bot_idx,                 
input       [3:0]               crv_top_idx,                 
input                           pclk,                        
input                           prst_n                       
);
localparam              GM_XPT01        =   8,
                        GM_XPT02        =   8+GM_XPT01,
                        GM_XPT03        =  16+GM_XPT02,
                        GM_XPT04        =  32+GM_XPT03,
                        GM_XPT05        =  32+GM_XPT04,
                        GM_XPT06        =  32+GM_XPT05,
                        GM_XPT07        =  32+GM_XPT06,
                        GM_XPT08        =  32+GM_XPT07,
                        GM_XPT09        =  64+GM_XPT08,
                        GM_XPT10        =  64+GM_XPT09,
                        GM_XPT11        =  64+GM_XPT10,
                        GM_XPT12        =  64+GM_XPT11,
                        GM_XPT13        =  64+GM_XPT12,
                        GM_XPT14        = 128+GM_XPT13,
                        GM_XPT15        = 128+GM_XPT14,
                        GM_XPT16        = 1'b1 << DATI_SZ;
localparam              SEG00           = 16'b0000_0000_0000_0001,
                        SEG01           = 16'b0000_0000_0000_0010,
                        SEG02           = 16'b0000_0000_0000_0100,
                        SEG03           = 16'b0000_0000_0000_1000,
                        SEG04           = 16'b0000_0000_0001_0000,
                        SEG05           = 16'b0000_0000_0010_0000,
                        SEG06           = 16'b0000_0000_0100_0000,
                        SEG07           = 16'b0000_0000_1000_0000,
                        SEG08           = 16'b0000_0001_0000_0000,
                        SEG09           = 16'b0000_0010_0000_0000,
                        SEG10           = 16'b0000_0100_0000_0000,
                        SEG11           = 16'b0000_1000_0000_0000,
                        SEG12           = 16'b0001_0000_0000_0000,
                        SEG13           = 16'b0010_0000_0000_0000,
                        SEG14           = 16'b0100_0000_0000_0000,
                        SEG15           = 16'b1000_0000_0000_0000;
reg [DATO_SZ+1:0]       px_o;                                
reg [DATI_SZ-1:0]       px_i_q1;                             
reg [DATI_SZ-1:0]       px_i_q2;                             
reg [ 2:0]              sft_idx_q1;                          
reg [ 7:0]              pxi_dx_q1;                           
reg [ 7:0]              seg_dy_q1;                           
reg [DATO_SZ-1:0]       ypt_str_q1;                          
reg [ 3:0]              crv_idx_q1;                          
reg [ 3:0]              crv_idx_q2;                          
reg [DATI_SZ-1:0]       xpt_str;                             
reg [DATO_SZ-1:0]       ypt_str;                             
reg [DATO_SZ-1:0]       ypt_end;                             
reg [ 2:0]              sft_idx;                             
reg [ 3:0]              seg_idx;                             
reg [ 5:0]              round_bit;                           
reg [DATO_SZ+1:0]       pxo_dy;                              
reg [DATO_SZ+2:0]       crv_result_q1;                        
wire[15:0]              seg_sel;                             
wire[ 3:0]              crv_idx;                             
wire[ 7:0]              pxi_dx;                              
wire[ 7:0]              seg_dy;                              
wire[15:0]              crv_prod;                            
wire[DATO_SZ+2  :0]     crv_result;                          
wire[DATO_SZ+5+1:0]     px_itp;                              
wire[DATO_SZ+1:0]       px_o_nxt;                            
assign  seg_sel = {px_i >= GM_XPT15,
                   px_i >= GM_XPT14 && px_i < GM_XPT15,
                   px_i >= GM_XPT13 && px_i < GM_XPT14,
                   px_i >= GM_XPT12 && px_i < GM_XPT13,
                   px_i >= GM_XPT11 && px_i < GM_XPT12,
                   px_i >= GM_XPT10 && px_i < GM_XPT11,
                   px_i >= GM_XPT09 && px_i < GM_XPT10,
                   px_i >= GM_XPT08 && px_i < GM_XPT09,
                   px_i >= GM_XPT07 && px_i < GM_XPT08,
                   px_i >= GM_XPT06 && px_i < GM_XPT07,
                   px_i >= GM_XPT05 && px_i < GM_XPT06,
                   px_i >= GM_XPT04 && px_i < GM_XPT05,
                   px_i >= GM_XPT03 && px_i < GM_XPT04,
                   px_i >= GM_XPT02 && px_i < GM_XPT03,
                   px_i >= GM_XPT01 && px_i < GM_XPT02,
                                       px_i < GM_XPT01};
always @* begin
             ypt_str = 0;
             ypt_end = 0;
             xpt_str = 0;
             sft_idx = 0;
             seg_idx = 0;
   case(seg_sel) // synopsys full_case
   SEG00: begin
             ypt_str = 0;
             ypt_end = gm_seg_ypt1;
             xpt_str = 0;
             sft_idx = 1;                
             seg_idx = 0;
          end
   SEG01: begin
             ypt_str = gm_seg_ypt1;
             ypt_end = gm_seg_ypt2;
             xpt_str = GM_XPT01;
             sft_idx = 1;                
             seg_idx = 1;
          end
   SEG02: begin
             ypt_str = gm_seg_ypt2;
             ypt_end = gm_seg_ypt3;
             xpt_str = GM_XPT02;
             sft_idx = 2;                
             seg_idx = 2;
          end
   SEG03: begin
             ypt_str = gm_seg_ypt3;
             ypt_end = gm_seg_ypt4;
             xpt_str = GM_XPT03;
             sft_idx = 3;                
             seg_idx = 3;
          end
   SEG04: begin
             ypt_str = gm_seg_ypt4;
             ypt_end = gm_seg_ypt5;
             xpt_str = GM_XPT04;
             sft_idx = 3;                
             seg_idx = 4;
          end
   SEG05: begin
             ypt_str = gm_seg_ypt5;
             ypt_end = gm_seg_ypt6;
             xpt_str = GM_XPT05;
             sft_idx = 3;                
             seg_idx = 5;
          end
   SEG06: begin
             ypt_str = gm_seg_ypt6;
             ypt_end = gm_seg_ypt7;
             xpt_str = GM_XPT06;
             sft_idx = 3;                
             seg_idx = 6;
          end
   SEG07: begin
             ypt_str = gm_seg_ypt7;
             ypt_end = gm_seg_ypt8;
             xpt_str = GM_XPT07;
             sft_idx = 3;                
             seg_idx = 7;
          end
   SEG08: begin
             ypt_str = gm_seg_ypt8;
             ypt_end = gm_seg_ypt9;
             xpt_str = GM_XPT08;
             sft_idx = 4;                
             seg_idx = 8;
          end
   SEG09: begin
             ypt_str = gm_seg_ypt9;
             ypt_end = gm_seg_ypt10;
             xpt_str = GM_XPT09;
             sft_idx = 4;                
             seg_idx = 9;
          end
   SEG10: begin
             ypt_str = gm_seg_ypt10;
             ypt_end = gm_seg_ypt11;
             xpt_str = GM_XPT10;
             sft_idx = 4;                
             seg_idx = 10;
          end
   SEG11: begin
             ypt_str = gm_seg_ypt11;
             ypt_end = gm_seg_ypt12;
             xpt_str = GM_XPT11;
             sft_idx = 4;                
             seg_idx = 11;
          end
   SEG12: begin
             ypt_str = gm_seg_ypt12;
             ypt_end = gm_seg_ypt13;
             xpt_str = GM_XPT12;
             sft_idx = 4;                
             seg_idx = 12;
          end
   SEG13: begin
             ypt_str = gm_seg_ypt13;
             ypt_end = gm_seg_ypt14;
             xpt_str = GM_XPT13;
             sft_idx = 5;                
             seg_idx = 13;
          end
   SEG14: begin
             ypt_str = gm_seg_ypt14;
             ypt_end = gm_seg_ypt15;
             xpt_str = GM_XPT14;
             sft_idx = 5;                
             seg_idx = 14;
          end
   SEG15: begin
             ypt_str = gm_seg_ypt15;
             ypt_end = gm_seg_ypt16;
             xpt_str = GM_XPT15;
             sft_idx = 6;                
             seg_idx = 15;
          end
   endcase
end
assign  crv_idx = (seg_idx  < crv_knee_idx) | (&crv_knee_idx) ? crv_bot_idx : crv_top_idx;
assign  pxi_dx  = px_i    - xpt_str;
assign  seg_dy  = ypt_end - ypt_str;
assign  crv_prod   = pxi_dx_q1 * seg_dy_q1 + round_bit;
assign  crv_result = {ypt_str_q1,2'h0} + pxo_dy;
generate
   if (LINEAR_CURVE) begin: gen_px_itp_0
      assign  px_itp =                                          px_i_q2      [0 +: DATO_SZ+2]  * (5'b10000-crv_idx_q2) +
                       ({DATO_SZ+2{crv_result_q1[DATO_SZ+2]}} | crv_result_q1[0 +: DATO_SZ+2]) * crv_idx_q2 + 4'b1000;
   end
   else begin: gen_px_itp_1
      assign  px_itp = ({DATO_SZ+2{crv_result_q1[DATO_SZ+2]}} | crv_result_q1[0 +: DATO_SZ+2]) * (5'b10000-crv_idx_q2) +
                                                                px_i_q2      [0 +: DATO_SZ+2]  * crv_idx_q2 + 4'b1000;
   end
endgenerate
assign  px_o_nxt = gm_en ? px_itp[4 +: DATO_SZ+2] | {DATO_SZ+2{px_itp[DATO_SZ+2+4]}} : px_i_q2[0 +: DATO_SZ+2];
always @* begin
   round_bit = 0;
   case (sft_idx_q1) // synopsys full_case
   0: round_bit = 1'b0;
   1: round_bit = 1'b1;          
   2: round_bit = 2'b10;         
   3: round_bit = 3'b100;        
   4: round_bit = 4'b1000;       
   5: round_bit = 5'b10000;      
   6: round_bit = 6'b100000;     
   endcase
end
always @* begin
   pxo_dy = 0;
   case (sft_idx_q1) // synopsys full_case
   0: pxo_dy = crv_prod[0 +: DATO_SZ+2] | {DATO_SZ+2{crv_prod[DATO_SZ+2]}};
   1: pxo_dy = crv_prod[1 +: DATO_SZ+2] | {DATO_SZ+2{crv_prod[DATO_SZ+3]}};
   2: pxo_dy = crv_prod[2 +: DATO_SZ+2] | {DATO_SZ+2{crv_prod[DATO_SZ+4]}};
   3: pxo_dy = crv_prod[3 +: DATO_SZ+2] | {DATO_SZ+2{crv_prod[DATO_SZ+5]}};
   4: pxo_dy = crv_prod[4 +: DATO_SZ+2] | {DATO_SZ+2{crv_prod[DATO_SZ+6]}};
   5: pxo_dy = crv_prod[5 +: DATO_SZ+2] | {DATO_SZ+2{crv_prod[DATO_SZ+7]}};
   6: pxo_dy = crv_prod[6 +: DATO_SZ+2];
   endcase
end
always @(posedge pclk or negedge prst_n) begin
   if (~prst_n) begin
      sft_idx_q1    <= 0;
      pxi_dx_q1     <= 0;
      seg_dy_q1     <= 0;
      ypt_str_q1    <= 0;
      crv_result_q1 <= 0;
      px_i_q1       <= 0;
      px_i_q2       <= 0;
      crv_idx_q1    <= 0;
      crv_idx_q2    <= 0;
      px_o          <= 0;
   end
   else begin
      sft_idx_q1    <= sft_idx;
      pxi_dx_q1     <= pxi_dx;
      seg_dy_q1     <= seg_dy;
      ypt_str_q1    <= ypt_str;
      crv_result_q1 <= crv_result;
      px_i_q1       <= px_i;
      px_i_q2       <= px_i_q1;
      crv_idx_q1    <= crv_idx;
      crv_idx_q2    <= crv_idx_q1;
      px_o          <= px_o_nxt;
   end
end
endmodule
==> /design/flow/run.sh <==
#!/bin/bash
# OpenROAD 26Q1-2900-gdf79404cd8, Yosys 0.63+post, stock flow scripts
make -C /OpenROAD-flow-scripts/flow DESIGN_CONFIG=/design/flow/config.mk WORK_HOME=/design/flow/orfs finish
==> /design/flow/config.mk <==
export PLATFORM = sky130hd
export DESIGN_NAME = gm_curve
export DESIGN_NICKNAME = gm_curve
export VERILOG_FILES = /design/flow/design.v
export SDC_FILE = /design/flow/constraint.sdc
export NUM_CORES = 4
export LEC_CHECK = 1
export CORE_UTILIZATION = 40
==> /design/flow/constraint.sdc <==
current_design gm_curve

set clk_period 7.5
set clk_io_pct 0.2

create_clock -name clk0 -period $clk_period [get_ports {pclk}]

set non_clock_inputs [all_inputs -no_clocks]
set_input_delay [expr $clk_period * $clk_io_pct] -clock clk0 $non_clock_inputs
set_output_delay [expr $clk_period * $clk_io_pct] -clock clk0 [all_outputs]
==> metrics.csv <==
metric,value,unit
pre_cts_ws,0.648,ns
netlist_area,10500,um^2
rows,58,
edf_count,0,
numCtsBuffers,9,
dp_cells,1690,
r2r_slack,0.69,ns
finalCriticalPeriod,6.81,ns
r2r_end,px_o[8],
hold_violations,0,
drc,0,
post_cts_buffers,0,
core-area,25500,um^2
min_path_type,reg -> reg,
top_area_share,20.6,%
dr_wl_met3,2.49,mm
path_clk_slew,0.07,ns
tool_warnings,29,
crit_path_start_kind,register,
syn_inst,1225,
grt_max_degree,40,
detail-route-antenna-nets,0,
cp.required,7.78,ns
critPathCaptureType,register,
wl_per_cell,18.2,um
tns,0,ns
grt_pass1_wl,49.8,mm
die_x,164,um
drt_iter0_drc,660,
antenna_cells,0,
setup_ws,0.688,ns
cap_viol_max_count,0,
slew_headroom,44.5,%
drive_above_1_share,4.72,%
cp.depth,23,
ys_ff,76,
syn2layout_area_growth,22.4,%
tightestPinTransition,0.827,ns
grt_pass1_vias,9401,
area.combinational,7690,um^2
synth.most_common_cell,inv_1,
critPathArrivalTime,7.09,ns
holdPathEnd,crv_idx_q2[3],
routed_wl,31.0,mm
min-delay-start,crv_idx_q1[3],
viasPerCell,5.49,
grt.total_usage,25.0,%
seq_area,1900,um^2
overflow,0,
hold_depth,0,
cp_num_buf_inv,6,
slowest_stage,dfrtp_1,
finalClockSkew,0.0135,ns
via_count,9367,
io_pins,163,
top_layer,met4,
top_cells_by_area,"fa_1 (21%), dfrtp_1 (18%), ha_1 (12%)",
synth.largest_area_cell,fa_1,
finalClockPeriodUsage,90.8,%
postSynthSeqShare,18.1,%
rsz0062_at_grt,no,
antenna_found_initial,0,
chipHeight,164,um
yosysCellCount,1225,
cts_root_buf,clkbuf_16,
criticalPathCategory,reg -> reg,
clock_path_buffers,2,
r2r_cells,23,
yosys_warnings,2,
ff_type,dfrtp_1,
routabilityCongestion,0.988,
crit_family,adder cells,
clkSinkCount,76,
first_pass_iters,5,
yosysUniqueCellTypes,66,
layout.cells.non_filler,1706,
nFillCells,2340,
critPathMaxStageDelay,0.60,ns
synth_area_per_cell,8.56,um^2
initial_core_util,41.1,%
slew_violations,0,
yosys-top-cells-count,"inv_1 (191), fa_1 (108), ha_1 (104), nor2_1 (104), nand2_1 (90)",
h-tree-depth,3,
hpwl,25.0,mm
numPortBuffers,162,
finalSetupViolCount,0,
worstSkewPairLatency,0.35,ns
status,finished clean,
wl_met2,14.4,mm
cp_cell_sequence,clkinv_1 -> ha_1 -> xnor2_1 -> o21ai_0 -> fa_1 -> inv_1 -> fa_1 -> inv_1 -> fa_1 -> inv_1 -> fa_1 -> inv_1 -> fa_1 -> inv_1 -> ha_1 -> o221ai_1 -> or2_2 -> o211a_1 -> o31ai_4 -> a21oi_2 -> xnor2_2 -> nor2b_1 -> a21oi_1,
cts_tree,done,
wl_met1,13.2,mm
die_area,26900,um^2
fmax,0.147,GHz
critPathMaxFanout,15,
ys_area,10500,um^2
r2r-start,crv_idx_q2[0],
synth-async-reset-ratio,100,%
ctsResizeCount,0,
cts_hold_buf,0,
-- kinds of logic after synthesis --
| kind of cell | count (synthesis) | share of synthesized area (%) |
|---|---|---|
| and+or+nand+nor | 344 | 15.9 |
| AOI/OAI and AO/OA | 303 | 19.8 |
| DFF | 76 | 18.1 |
| muxes | 9 | 0.907 |
| xor gates and xnor gates | 41 | 3.50 |
| buffers and inverters | 240 | 8.68 |
| adders and majority gates | 212 | 33.0 |
-- state kept, by name, summed over array words and instances (netlist names) --
signal	flops
crv_result_q1	11
px_i_q2	10
px_o	10
pxi_dx_q1	8
seg_dy_q1	8
ypt_str_q1	8
px_i_q1	7
sft_idx_q1	6
crv_idx_q1	4
crv_idx_q2	4
-- area by class of cell --
| class | instances | area share (%) |
|---|---|---|
| multi-input cells | 909 | 60.0 |
| flip-flops and latches | 76 | 14.8 |
| repair buffers | 183 | 13.9 |
| inverters | 192 | 5.62 |
| well taps | 330 | 3.22 |
| clock buffers | 9 | 1.76 |
| clock inverters | 7 | 0.722 |
-- per-stage QoR --
stage / instance area (um^2) / hold WS, ns / utilization [%]
2_1_floorplan: 10500 / 0.331 / -
3_3_place_gp: 12500 / 0.332 / 49.1
3_5_place_dp: 12500 / 0.335 / 49.1
4_1_cts: 12800 / 0.351 / 50.3
5_1_grt: 12800 / 0.356 / 50.3
6_report: 12800 / 0.346 / 50.3
-- worst max path at each step --
stage,startpoint,end,slack (ns)
after CTS,crv_idx_q2[0],px_o[3],0.61
after global routing,crv_idx_q2[0],px_o[3],0.14
final,crv_idx_q2[0],px_o[8],0.69
-- layer usage --
layer | vias up | track usage, %
li1 | 4468 | -
met1 | 4447 | 35.9
met2 | 395 | 39.4
met3 | 57 | 5.95
met4 | 0 | 6.19
met5 | - | 0
-- cells in the final DEF, fill, tap and decap left out, drive strengths merged, types with 22 or more instances in the layout --
cell	n
fa	108
nand2	90
a22oi	54
dfrtp	76
clkdlybuf4s50	161
ha	104
nor2	105
a21oi	44
a221oi	24
xnor2	30
inv	194
o21ai	82
and2	63
buf	22
