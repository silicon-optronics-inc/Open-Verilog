==> ./design.v <==
module ip_oklab2lms 
   #(
    parameter CIIW_L    = 3,                 
    parameter CIPW_L    = 10,                
    parameter CIIW_AB   = 2,                 
    parameter CIPW_AB   = 11,                
    parameter CIW_LAB   = 3,                 
    parameter CPW_LAB   = 12,                
    parameter CIW_L     = CIIW_L + CIPW_L,
    parameter CIW_AB    = CIIW_AB + CIPW_AB,
    parameter CIW_STG_1 = 6,                 
    parameter CPW_STG_1 = 8,                 
    parameter COIW      = 8,                 
    parameter COPW      = 6,                 
    parameter COW       = COIW + COPW
    )
(
output reg   [COW-1:0]    o_data_l,
output reg   [COW-1:0]    o_data_m,
output reg   [COW-1:0]    o_data_s,
output                    o_hstr,
output                    o_hend,
output                    o_href,
input        [CIW_L-1:0]  i_data_l,
input signed [CIW_AB-1:0] i_data_a_sgn,
input signed [CIW_AB-1:0] i_data_b_sgn,
input                     i_hstr,
input                     i_hend,
input                     i_href,
input                     clk,
input                     rst_n
);
localparam [4:0]    CW_LAB    = CIW_LAB + CPW_LAB;     
localparam [4:0]    SHIFT_BIT = (11 + 11 -CPW_LAB);    
localparam [4:0]    CW_STG_1  = CIW_STG_1 + CPW_STG_1; 
localparam [COW:0]  MAX_NUM   = (2**COW);
localparam [3:0]    DEL_NUM   = 4;
localparam [3:0]    DEL_TOL   = (DEL_NUM)*3-1;
wire        [3:0]                    shift_bit_l;
wire        [3:0]                    shift_bit_ab;
wire        [11+11+CIIW_L  : 0]      l_x2048;        
wire signed [10+11+CIIW_AB : 0]      a_x812_sgn;
wire signed [9 +11+CIIW_AB : 0]      b_x442_sgn;
wire        [12+11+CIIW_AB : 0]      l_x2048_o;
wire        [11+11-CPW_LAB-1:0]      l_x2048_o_rnd;
reg         [CW_LAB :0]              l_x2048_o_sft;
wire        [CW_LAB :0]              l_x2048_o_sft_nxt;
wire signed [8 +11+CIIW_AB : 0]      a_x216_sgn;
wire signed [8 +11+CIIW_AB : 0]      b_x131_sgn;
wire        [12+11+CIIW_AB : 0]      m_x2048;
wire        [11+11-CPW_LAB-1:0]      m_x2048_rnd;
reg         [CW_LAB :0]              m_x2048_sft;
wire        [CW_LAB :0]              m_x2048_sft_nxt;
wire signed [8 +11+CIIW_AB : 0]      a_x183_sgn;
wire signed [12+11+CIIW_AB : 0]      b_x2645_sgn;
wire        [13+11+CIIW_AB : 0]      s_x2048;
wire        [11+11-CPW_LAB-1:0]      s_x2048_rnd;
reg         [CW_LAB :0]              s_x2048_sft;
wire        [CW_LAB :0]              s_x2048_sft_nxt;
wire        [CPW_LAB*2-1 :0]         stg_1_rnd;
wire        [CPW_STG_1+CPW_LAB-1 :0] stg_2_rnd;
wire        [CW_LAB-1 :0]            l_mul_stg_0_nxt;
wire        [CW_LAB-1 :0]            m_mul_stg_0_nxt;
wire        [CW_LAB-1 :0]            s_mul_stg_0_nxt;
reg         [CW_LAB-1 :0]            l_mul_stg_0;
reg         [CW_LAB-1 :0]            m_mul_stg_0;
reg         [CW_LAB-1 :0]            s_mul_stg_0;
reg         [CW_LAB-1 :0]            l_mul_stg_0_q;
reg         [CW_LAB-1 :0]            m_mul_stg_0_q;
reg         [CW_LAB-1 :0]            s_mul_stg_0_q;
wire        [CW_LAB+CW_LAB-1 :0]     l_mul_stg_1;
wire        [CW_LAB+CW_LAB-1 :0]     m_mul_stg_1;
wire        [CW_LAB+CW_LAB-1 :0]     s_mul_stg_1;
reg         [CW_STG_1-1 :0]          l_mul_stg_1_pt;  
reg         [CW_STG_1-1 :0]          m_mul_stg_1_pt;  
reg         [CW_STG_1-1 :0]          s_mul_stg_1_pt;  
wire        [CW_STG_1-1 :0]          l_mul_stg_1_pt_nxt;  
wire        [CW_STG_1-1 :0]          m_mul_stg_1_pt_nxt;  
wire        [CW_STG_1-1 :0]          s_mul_stg_1_pt_nxt;  
wire        [CW_STG_1 +CW_LAB-1 :0]  l_mul_stg_2; 
wire        [CW_STG_1 +CW_LAB-1 :0]  m_mul_stg_2; 
wire        [CW_STG_1 +CW_LAB-1 :0]  s_mul_stg_2; 
wire        [COW-1 :0]               o_data_l_nxt;  
wire        [COW-1 :0]               o_data_m_nxt;  
wire        [COW-1 :0]               o_data_s_nxt;  
reg         [DEL_TOL:0]              out_que;
wire        [DEL_TOL:0]              out_que_nxt;
assign x2048_rnd           = 1'b1 << (SHIFT_BIT -1);
assign shift_bit_l         = 11 - CIPW_L;
assign shift_bit_ab        = 11 - CIPW_AB;
assign  l_x2048            = (i_data_l <<(11 +shift_bit_l));
assign  a_x812_sgn         = (i_data_a_sgn <<(9 +shift_bit_ab)) + (i_data_a_sgn <<(8 +shift_bit_ab)) + (i_data_a_sgn <<(5 +shift_bit_ab)) + 
                             (i_data_a_sgn <<(3 +shift_bit_ab)) + (i_data_a_sgn <<(2 +shift_bit_ab));
assign  b_x442_sgn         = (i_data_b_sgn <<(8 +shift_bit_ab)) + (i_data_b_sgn <<(7 +shift_bit_ab)) + (i_data_b_sgn <<(5 +shift_bit_ab)) + 
                             (i_data_b_sgn <<(4 +shift_bit_ab)) + (i_data_b_sgn <<(3 +shift_bit_ab)) + (i_data_b_sgn <<(1 +shift_bit_ab));
assign  l_x2048_o          = $signed(l_x2048) + $signed(a_x812_sgn) + $signed(b_x442_sgn);
assign  l_x2048_o_rnd      = {1'b1,{(SHIFT_BIT -1){1'b0}}};
assign  l_x2048_o_sft_nxt  = (l_x2048_o) + (l_x2048_o_rnd)>>> SHIFT_BIT;
assign  l_mul_stg_0_nxt    = l_x2048_o_sft | {CW_LAB{l_x2048_o_sft[CW_LAB]}};
assign  a_x216_sgn         = (i_data_a_sgn <<(7 +shift_bit_ab)) + (i_data_a_sgn <<(6 +shift_bit_ab)) + (i_data_a_sgn <<(4 +shift_bit_ab)) + (i_data_a_sgn <<(3 +shift_bit_ab));
assign  b_x131_sgn         = (i_data_b_sgn <<(7 +shift_bit_ab)) + (i_data_b_sgn <<(1 +shift_bit_ab)) + (i_data_b_sgn <<(shift_bit_ab)) ;
assign  m_x2048            = $signed(l_x2048) - $signed(a_x216_sgn) - $signed(b_x131_sgn);
assign  m_x2048_rnd        = {1'b1,{(SHIFT_BIT -1){1'b0}}};
assign  m_x2048_sft_nxt    = (m_x2048) + (m_x2048_rnd)>>> SHIFT_BIT;
assign  m_mul_stg_0_nxt    = m_x2048_sft | {CW_LAB{m_x2048_sft[CW_LAB]}};
assign  a_x183_sgn         = (i_data_a_sgn <<(7 +shift_bit_ab)) + (i_data_a_sgn <<(5 +shift_bit_ab)) + (i_data_a_sgn <<(4 +shift_bit_ab)) +
                             (i_data_a_sgn <<(2 +shift_bit_ab)) + (i_data_a_sgn <<(1 +shift_bit_ab)) + (i_data_a_sgn <<(shift_bit_ab));
assign  b_x2645_sgn        = (i_data_b_sgn <<(11 +shift_bit_ab))+ (i_data_b_sgn <<(9 +shift_bit_ab)) + (i_data_b_sgn <<(6 +shift_bit_ab)) +
                             (i_data_b_sgn <<(4 +shift_bit_ab)) + (i_data_b_sgn <<(2 +shift_bit_ab)) + (i_data_b_sgn <<(shift_bit_ab));
assign  s_x2048            = $signed(l_x2048) - $signed(a_x183_sgn) - $signed(b_x2645_sgn);
assign  s_x2048_rnd        = {1'b1,{(SHIFT_BIT -1){1'b0}}};
assign  s_x2048_sft_nxt    = (s_x2048) + (s_x2048_rnd)>>> SHIFT_BIT;
assign  s_mul_stg_0_nxt    = s_x2048_sft | {CW_LAB{s_x2048_sft[CW_LAB]}};
assign stg_1_rnd           = 1'b1 << (CPW_LAB*2-CPW_STG_1-1);
assign stg_2_rnd           = 1'b1 << (CPW_STG_1+CPW_LAB-COPW-1);
assign l_mul_stg_1         = l_mul_stg_0 * l_mul_stg_0 + stg_1_rnd; 
assign l_mul_stg_1_pt_nxt  = l_mul_stg_1[CW_LAB+CW_LAB-1 -: CW_STG_1];  
assign l_mul_stg_2         = l_mul_stg_1_pt * l_mul_stg_0_q + stg_2_rnd;      
assign o_data_l_nxt        = l_mul_stg_2[CW_STG_1 +CW_LAB-2 -: COW];    
assign m_mul_stg_1         = m_mul_stg_0 * m_mul_stg_0 + stg_1_rnd; 
assign m_mul_stg_1_pt_nxt  = m_mul_stg_1[CW_LAB+CW_LAB-1 -: CW_STG_1];  
assign m_mul_stg_2         = m_mul_stg_1_pt * m_mul_stg_0_q + stg_2_rnd;
assign o_data_m_nxt        = m_mul_stg_2[CW_STG_1 +CW_LAB-2 -: COW];    
assign s_mul_stg_1         = s_mul_stg_0 * s_mul_stg_0 + stg_1_rnd; 
assign s_mul_stg_1_pt_nxt  = s_mul_stg_1[CW_LAB+CW_LAB-1 -: CW_STG_1];  
assign s_mul_stg_2         = s_mul_stg_1_pt * s_mul_stg_0_q + stg_2_rnd; 
assign o_data_s_nxt        = s_mul_stg_2[CW_STG_1 +CW_LAB-2 -: COW];    
assign out_que_nxt         = {out_que[DEL_TOL:0] , i_hstr,i_href,i_hend};
assign o_hstr              = out_que[DEL_TOL];
assign o_href              = out_que[DEL_TOL-1];
assign o_hend              = out_que[DEL_TOL-2];
always@(posedge clk or negedge rst_n)begin
    if (!rst_n) begin
        l_x2048_o_sft  <= 0;
        m_x2048_sft    <= 0;
        s_x2048_sft    <= 0;
        l_mul_stg_0    <= 0;
        m_mul_stg_0    <= 0;
        s_mul_stg_0    <= 0;
        l_mul_stg_0_q  <= 0;
        m_mul_stg_0_q  <= 0;
        s_mul_stg_0_q  <= 0;    
        l_mul_stg_1_pt <= 0;
        m_mul_stg_1_pt <= 0;
        s_mul_stg_1_pt <= 0;
        o_data_l       <= 0;
        o_data_m       <= 0;
        o_data_s       <= 0;
        out_que        <= 0;
    end
    else begin
        l_x2048_o_sft  <= l_x2048_o_sft_nxt;
        m_x2048_sft    <= m_x2048_sft_nxt;
        s_x2048_sft    <= s_x2048_sft_nxt;
        l_mul_stg_0    <= l_mul_stg_0_nxt;
        m_mul_stg_0    <= m_mul_stg_0_nxt;
        s_mul_stg_0    <= s_mul_stg_0_nxt;
        l_mul_stg_0_q  <= l_mul_stg_0;
        m_mul_stg_0_q  <= m_mul_stg_0;
        s_mul_stg_0_q  <= s_mul_stg_0; 
        l_mul_stg_1_pt <= l_mul_stg_1_pt_nxt;
        m_mul_stg_1_pt <= m_mul_stg_1_pt_nxt;
        s_mul_stg_1_pt <= s_mul_stg_1_pt_nxt;
        o_data_l       <= o_data_l_nxt;
        o_data_m       <= o_data_m_nxt;
        o_data_s       <= o_data_s_nxt;
        out_que        <= out_que_nxt;
    end
end
endmodule
==> ./run.sh <==
#!/bin/bash
# OpenROAD 26Q1-2900-gdf79404cd8, Yosys 0.63+post, stock flow scripts
make -C /OpenROAD-flow-scripts/flow DESIGN_CONFIG=/design/flow/config.mk WORK_HOME=/design/flow/orfs finish
==> ./config.mk <==
export PLATFORM = sky130hd
export DESIGN_NAME = ip_oklab2lms
export DESIGN_NICKNAME = ip_oklab2lms
export VERILOG_FILES = /design/flow/design.v
export SDC_FILE = /design/flow/constraint.sdc
export NUM_CORES = 4
export LEC_CHECK = 1
export CORE_UTILIZATION = 30
==> ./constraint.sdc <==
current_design ip_oklab2lms

set clk_period 7.3
set clk_io_pct 0.2

create_clock -name clk0 -period $clk_period [get_ports {clk}]

set non_clock_inputs [all_inputs -no_clocks]
set_input_delay [expr $clk_period * $clk_io_pct] -clock clk0 $non_clock_inputs
set_output_delay [expr $clk_period * $clk_io_pct] -clock clk0 [all_outputs]
==> reports/writeup.txt <==
The run finished with clean final reports. STA puts the critical path data required time at 7.85 ns. The logs give 0 for the count of endpoints failing hold in the final timing report and 0 for the tally of max-capacitance violations. The critical path arrival came out at 7.34 ns. The run gives 0 as the global-route congestion overflow total. For the routability congestion estimate from global placement, the log shows 0.898.

Type of element capturing the critical path: a register. By count the netlist is led by sky130_fd_sc_hd__inv_1, sky130_fd_sc_hd__fa_1, sky130_fd_sc_hd__ha_1, sky130_fd_sc_hd__nand2_1, sky130_fd_sc_hd__and2_1. The clock passes through at most 3 buffers. The run gives 89 as the I/O pin total.

The run gives 198 mm as the wire length of the first global-routing pass. The main area contributors are sky130_fd_sc_hd__fa_1, sky130_fd_sc_hd__ha_1, sky130_fd_sc_hd__inv_1. According to the floorplan log, the row count is 158. Via count of the first global-routing pass: 38,700. At the pin with the least slew margin, the transition time is 0.851 ns. Detailed routing inserted a total of 35,500 vias.

In this run the remaining antenna-violating nets after routing total 0. The summed instance area of the synthesized netlist is 56,500 um^2. Checking max transition, the worst relative margin is 43.2%.

Per the post-synthesis report, the number of cells in the design is 5,710. The count of warning messages emitted by the tools was 108; the chip area from the yosys synthesis statistics was 56,500 um^2. The part of the Yosys area used for sequential elements was 10.4%; the first-pass iteration count of the detailed router was 7. The top cell type's share of synthesized area was 42.7%; the width of the die was 436 um. The tools report the count of distinct cell types in the synthesized netlist as 65. The setup slack of the worst register-to-register path was 0.51 ns. The tightest min-delay check is of the reg2reg type. Looking at the post-CTS report, the setup buffer insertion count equals 0. According to the CTS report, the clock sink count is 234. Per the skew report, the later register of the worst-skew pair sees a clock latency of 0.63 ns. Detailed-route iteration 0 reported a violation count of 1,013.

The setup path with the least slack is of type reg2reg. The run gives 1 for the number of H-tree branching levels. In this run the number of cells on the critical path is 19.

After clock tree synthesis, the repair step resized 0 gates. The timing report shows that the slowest cell on the worst path is sky130_fd_sc_hd__dfrtp_1. The logs give 2 for the synthesis warning total and 0 for the number of setup violations in the final report. Together, buffers and inverters on the worst path number 3. The floorplan step defined a core boundary enclosing 186,000 um^2.

The timing report gives the clock slew at the launch and capture registers of the worst setup and hold paths as 0.06 ns. Per STA, the worst path is made up of nand2_1 -> fa_1 -> fa_1 -> inv_1 -> fa_1 -> fa_1 -> fa_1 -> inv_1 -> fa_1 -> inv_1 -> ha_1 -> o2111ai_1 -> a21oi_1 -> o31a_1 -> a41o_1 -> a311o_1 -> a211o_1 -> a21oi_2 -> xnor2_1. In the global route stage, overall resource usage came out at 13.5%. Counting pins that exceed their max-slew limit in the final report gives 0. The tools report the die footprint as 190,000 um^2. The cell that appears most often on the critical path is sky130_fd_sc_hd__fa_1. The cell total in the yosys stat output is 5,710.

The run gives 0 as the hold buffer count at CTS. The run gives 104 as the pin count of the biggest net entering global routing. Per the synth stats, the flop cell with the highest instance count is sky130_fd_sc_hd__dfrtp_1. The tools report the number of antenna violations at the first check in global routing as 5. In this run the vertical extent of the chip is 436 um. The run gives 30.3% as the floorplan core density.

The startpoint kind of the worst setup timing path is a register. In this run the layout overhead on the synthesized area is reported as 9.59%. The worst reg2reg path depth is 19. The number of buffers added on ports is 88. The fmax was 0.147 GHz; the number of buffers created by CTS was 31. Yosys mapped a number of flops with a built-in enable equal to 0. The half-perimeter wire length of the detailed placement result was 97.9 mm; the final cell area excluding filler cells was 61,900 um^2. The worst setup skew after layout is 0.0155 ns, and the final cell utilization of the core is 33.3%. The setup TNS is 0 ns, and the total of flip-flops plus latches after synthesis is 234.

Yosys instantiated no cell more often than sky130_fd_sc_hd__inv_1. The mean instance size in the synthesized netlist was 9.90 um^2; the post-placement cell area was 60,800 um^2. TritonCTS built the clock tree.

Setup repair after global routing left no endpoint under its margin. The tree is rooted in a sky130_fd_sc_hd__clkbuf_16. Library cell with the largest summed area after synthesis: sky130_fd_sc_hd__fa_1.

On the worst path, the slowest cell contributes a delay of 0.83 ns. Along the worst path, the maximum fanout reaches 19. The script logs the ratio of routed vias to standard cells as 4.28.

For this run, asynchronously set or reset flops after synthesis account for 100%. The routed design could run at a clock period as short as 6.79 ns. Per STA, the worst path accumulates the most delay in the family adder cells. After detailed routing, the number of remaining DRC violations is 0. Post-route period utilization is reported as 93.0%. The final layout contains routed wiring with a total length of 116 mm. The fraction of final layout cells with drive strength greater than 1 came out at 3.92%.

The routed design shows a wire length per standard cell of 14.0 um. The run gives 0 for the number of cells on the worst hold path.
-- cells by family after synthesis --
family / synth area share (%)
AOI/OAI and AO/OA: 3.56
muxes: 0.113
xor gates and xnor gates: 3.08
adders and majority gates: 60.3
and+or+nand+nor: 11.0
buffers and inverters: 11.6
DFF: 10.4
-- metrics by stage --
step                instances  hold WS (ns)  setup slack [ns]
finish                   8297         0.342             0.509
global placement         8240         0.331            0.0549
detailed placement       8240         0.335            0.0631
global route             8296         0.351             0.135
floorplan                5710         0.331             0.483
CTS                      8296         0.346             0.444
-- worst paths after layout --
path | from | to
min in group asynchronous | rst_n | o_data_s[3]
hold / removal | out_que[0] | out_que[3]
hold reg to reg | out_que[0] | out_que[3]
setup reg to reg | l_mul_stg_0[3] | l_mul_stg_1_pt[10]
max in group asynchronous | rst_n | m_x2048_sft[6]
setup / recovery | l_mul_stg_0[3] | l_mul_stg_1_pt[10]
-- worst register-to-register path: stages, from the launching register on --
cell and delay [ns]:
sky130_fd_sc_hd__dfrtp_1 0.83, sky130_fd_sc_hd__nand2_1 0.24, sky130_fd_sc_hd__fa_1 0.51, sky130_fd_sc_hd__fa_1 0.50, sky130_fd_sc_hd__inv_1 0.05, sky130_fd_sc_hd__fa_1 0.47, sky130_fd_sc_hd__fa_1 0.51, sky130_fd_sc_hd__fa_1 0.49
sky130_fd_sc_hd__inv_1 0.05, sky130_fd_sc_hd__fa_1 0.47, sky130_fd_sc_hd__inv_1 0.04, sky130_fd_sc_hd__ha_1 0.26, sky130_fd_sc_hd__o2111ai_1 0.34, sky130_fd_sc_hd__a21oi_1 0.16, sky130_fd_sc_hd__o31a_1 0.39, sky130_fd_sc_hd__a41o_1 0.33
sky130_fd_sc_hd__a311o_1 0.44, sky130_fd_sc_hd__a211o_1 0.36, sky130_fd_sc_hd__a21oi_2 0.16, sky130_fd_sc_hd__xnor2_1 0.13
-- state kept, by name, indices dropped and copies added (netlist names), 14 cells and up --
signal and flops:
m_x2048_sft 16, s_x2048_sft 16, o_data_l 14, l_mul_stg_1_pt 14, s_mul_stg_0_q 15, l_mul_stg_0 15
l_mul_stg_0_q 15, s_mul_stg_0 15, m_mul_stg_1_pt 14, o_data_m 14, m_mul_stg_0 15, s_mul_stg_1_pt 14
o_data_s 14, l_x2048_o_sft 16, m_mul_stg_0_q 15
-- placed cells by master (no fill, tap or decap), drive strengths merged, types with 12 or more instances in the layout --
| cell type | Yosys | routed |
|---|---|---|
| a211oi | 12 | 12 |
| a21o | 53 | 53 |
| a21oi | 79 | 79 |
| a31oi | 17 | 17 |
| and2 | 459 | 459 |
| buf | 0 | 105 |
| clkbuf | 140 | 34 |
| clkdlybuf4s50 | 0 | 85 |
| dfrtp | 234 | 234 |
| fa | 1206 | 1206 |
| ha | 792 | 792 |
| inv | 1605 | 1614 |
| nand2 | 505 | 505 |
| nand3 | 21 | 21 |
| nand4 | 15 | 15 |
| nor2 | 84 | 84 |
| nor2b | 34 | 34 |
| nor3 | 17 | 17 |
| o21a | 12 | 12 |
| o21ai | 47 | 47 |
| o21bai | 20 | 20 |
| or2 | 53 | 53 |
| xnor2 | 131 | 131 |
| xor2 | 68 | 68 |
-- layer usage --
metal	up-vias	track usage [%]	wire length, um
met5	-	0	47
met4	8	1.92	2210
met3	110	5.17	9520
met2	773	20.9	53200
met1	17700	18.7	50900
li1	16900	-	-
-- cell type report --
class / instances / area [um^2]
Antenna cell: 1 / 2.50
Clock buffer: 34 / 797
Clock inverter: 22 / 323
Fill cell: 18600 / 124000
Inverter: 1605 / 6020
Multi-Input combinational cell: 3731 / 44100
Sequential cell: 234 / 5860
Tap cell: 2480 / 3100
Timing Repair Buffer: 190 / 1720
