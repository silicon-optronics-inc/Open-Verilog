### ./config.mk
export PLATFORM = sky130hd
export DESIGN_NAME = ip_sincos_gen
export DESIGN_NICKNAME = ip_sincos_gen
export VERILOG_FILES = /design/flow/design.v
export SDC_FILE = /design/flow/constraint.sdc
export NUM_CORES = 4
export LEC_CHECK = 1
export CORE_UTILIZATION = 50
### ./constraint.sdc
current_design ip_sincos_gen

set clk_period 19.6
set clk_io_pct 0.2

create_clock -name clk0 -period $clk_period [get_ports {clk}]

set non_clock_inputs [all_inputs -no_clocks]
set_input_delay [expr $clk_period * $clk_io_pct] -clock clk0 $non_clock_inputs
set_output_delay [expr $clk_period * $clk_io_pct] -clock clk0 [all_outputs]
### ./design.v
module  ip_sincos_gen
#(
parameter                       PCSION          = 16+2,      
parameter                       DEG_WD         = 15+2       
 )
(
output reg signed [PCSION-5 :0] sin_val,                     
output reg signed [PCSION-5 :0] cos_val,                     
input             [DEG_WD-1:0]  theta,                       
input                           clk,                         
input                           rst_n                        
);
reg  signed [17:0]              sin_itr_m4;                  
reg  signed [17:0]              sin_itr_n4;                  
reg  signed [17:0]              cos_itr_m4;                  
reg  signed [17:0]              cos_itr_n4;                  
reg  signed [PCSION-1:0]        cordic_k1;                   
reg  signed [PCSION-1:0]        cordic_k2;                   
reg         [1:0]               quadrant_q1;                 
reg  signed [17:0]              itr_m4_p;                    
reg  signed [17:0]              itr_n4_p;                    
reg  signed [17:0]              itr_m4_n;                    
reg  signed [17:0]              itr_n4_n;                    
wire        [DEG_WD-1:0]        theta_rad;                   
wire        [3:0]               tbl_idx;                     
wire        [1:0]               quadrant;                    
wire signed [PCSION-1:0]        k2_tmp0;                     
wire signed [PCSION-1:0]        k2_tmp1;                     
wire signed [PCSION-1:0]        k2_tmp2;                     
wire signed [PCSION-1:0]        k2_0;                        
wire signed [PCSION-1:0]        k2_1;                        
wire signed [PCSION-1:0]        k2_2;                        
wire signed [PCSION+18-1:0]     sin_prod;                    
wire signed [PCSION+18-1:0]     cos_prod;                    
wire                            sin_signbit;                 
wire                            cos_signbit;                 
wire                            sin_msb;                     
wire                            cos_msb;                     
wire signed [PCSION-1:0]        sin_val_trim;                
wire signed [PCSION-1:0]        cos_val_trim;                
wire signed [PCSION-1:0]        cordic_k1_nxt;
wire signed [PCSION-1:0]        cordic_k2_nxt;
wire signed [PCSION-1:0]        sin_val_nxt;
wire signed [PCSION-1:0]        cos_val_nxt;
wire signed [17:0]              sin_itr_m4_nxt;
wire signed [17:0]              sin_itr_n4_nxt;
wire signed [17:0]              cos_itr_m4_nxt;
wire signed [17:0]              cos_itr_n4_nxt;
assign  theta_rad = ((theta[DEG_WD-3:0] << 1) +
                     (theta[DEG_WD-3:0])      +  (theta[DEG_WD-3:0] >> 3)  +
                     (theta[DEG_WD-3:0] >> 6) +  (theta[DEG_WD-3:0] >> 10) + (1'b1 >> 15)) >> 1;
assign  quadrant = theta[DEG_WD-1 : DEG_WD-2];
assign  tbl_idx = theta_rad[15:12];
always@* begin
   itr_m4_p = 0;
   itr_n4_p = 0;
case (tbl_idx) // synopsys full_case
4'b0000: begin itr_m4_p = 65366;  itr_n4_p = 4090;  end
4'b0001: begin itr_m4_p = 64346;  itr_n4_p = 12207; end
4'b0010: begin itr_m4_p = 62322;  itr_n4_p = 20134; end
4'b0011: begin itr_m4_p = 59325;  itr_n4_p = 27747; end
4'b0100: begin itr_m4_p = 55403;  itr_n4_p = 34927; end
4'b0101: begin itr_m4_p = 50616;  itr_n4_p = 41562; end
4'b0110: begin itr_m4_p = 45040;  itr_n4_p = 47548; end
4'b0111: begin itr_m4_p = 38760;  itr_n4_p = 52792; end
4'b1000: begin itr_m4_p = 31876;  itr_n4_p = 57213; end
4'b1001: begin itr_m4_p = 24494;  itr_n4_p = 60741; end
4'b1010: begin itr_m4_p = 16730;  itr_n4_p = 63320; end
4'b1011: begin itr_m4_p = 8705;   itr_n4_p = 64912; end
4'b1100: begin itr_m4_p = 544;    itr_n4_p = 65491; end
endcase
end
always@* begin
   itr_m4_n = 0;
   itr_n4_n = 0;
case (tbl_idx) // synopsys full_case
4'b0000: begin itr_m4_n = -65366;  itr_n4_n = -4090;  end
4'b0001: begin itr_m4_n = -64346;  itr_n4_n = -12207; end
4'b0010: begin itr_m4_n = -62322;  itr_n4_n = -20134; end
4'b0011: begin itr_m4_n = -59325;  itr_n4_n = -27747; end
4'b0100: begin itr_m4_n = -55403;  itr_n4_n = -34927; end
4'b0101: begin itr_m4_n = -50616;  itr_n4_n = -41562; end
4'b0110: begin itr_m4_n = -45040;  itr_n4_n = -47548; end
4'b0111: begin itr_m4_n = -38760;  itr_n4_n = -52792; end
4'b1000: begin itr_m4_n = -31876;  itr_n4_n = -57213; end
4'b1001: begin itr_m4_n = -24494;  itr_n4_n = -60741; end
4'b1010: begin itr_m4_n = -16730;  itr_n4_n = -63320; end
4'b1011: begin itr_m4_n = -8705;   itr_n4_n = -64912; end
4'b1100: begin itr_m4_n = -544;    itr_n4_n = -65491; end
endcase
end
assign  cordic_k1_nxt = $signed({~theta_rad[11], theta_rad[10:0], 1'b1});
assign  k2_tmp0 = $signed({~theta_rad[10], theta_rad[9:5], 1'b1});
assign  k2_tmp1 = $signed({~theta_rad[ 9], theta_rad[8:6], 1'b1});
assign  k2_tmp2 = $signed({~theta_rad[ 8], theta_rad[  7], 1'b1});
assign  k2_0    = $signed(theta_rad[11] ? k2_tmp0 : -k2_tmp0);
assign  k2_1    = $signed(theta_rad[10] ? k2_tmp1 : -k2_tmp1);
assign  k2_2    = $signed(theta_rad[ 9] ? k2_tmp2 : -k2_tmp2);
assign  cordic_k2_nxt = $signed({1'b0, 1'b1, {(PCSION-2){1'b0}}} - (k2_0+k2_1+k2_2));
assign  sin_itr_m4_nxt = ^quadrant   ? $signed({1'b0,itr_m4_n}) : $signed({1'b0,itr_m4_p});
assign  sin_itr_n4_nxt = ^quadrant   ? $signed({1'b0,itr_n4_n}) : $signed({1'b0,itr_n4_p});
assign  cos_itr_m4_nxt = quadrant[1] ? $signed({1'b0,itr_m4_n}) : $signed({1'b0,itr_m4_p});
assign  cos_itr_n4_nxt = quadrant[1] ? $signed({1'b0,itr_n4_n}) : $signed({1'b0,itr_n4_p});
assign  sin_prod = cordic_k1 * sin_itr_m4 + cordic_k2 * sin_itr_n4;
assign  cos_prod = cordic_k2 * cos_itr_m4 - cordic_k1 * cos_itr_n4;
assign  sin_signbit = sin_prod[PCSION+18-1];
assign  cos_signbit = cos_prod[PCSION+18-1];
assign  sin_msb     = sin_prod[PCSION-2+18-2];
assign  cos_msb     = cos_prod[PCSION-2+18-2];
assign  sin_val_trim = $signed(sin_prod[16+4 +: PCSION-4] & {2'b11, {PCSION-6{~(~sin_signbit & sin_msb)}}});
assign  cos_val_trim = $signed(cos_prod[16+4 +: PCSION-4] & {2'b11, {PCSION-6{~(~cos_signbit & cos_msb)}}});
assign  sin_val_nxt = quadrant_q1 == 0 || quadrant_q1 == 2 ? sin_val_trim : cos_val_trim;
assign  cos_val_nxt = quadrant_q1 == 0 || quadrant_q1 == 2 ? cos_val_trim : sin_val_trim;
always@(posedge clk or negedge rst_n)begin
   if(~rst_n) begin
      sin_val       <= $signed({PCSION{1'b0}});
      cos_val       <= $signed({PCSION{1'b0}});
      sin_itr_m4    <= $signed({18{1'b0}});
      sin_itr_n4    <= $signed({18{1'b0}});
      cos_itr_m4    <= $signed({18{1'b0}});
      cos_itr_n4    <= $signed({18{1'b0}});
      cordic_k1     <= $signed({PCSION{1'b0}});
      cordic_k2     <= $signed({PCSION{1'b0}});
      quadrant_q1   <= 0;
   end
   else begin
      sin_val       <= sin_val_nxt;
      cos_val       <= cos_val_nxt;
      sin_itr_m4    <= sin_itr_m4_nxt;
      sin_itr_n4    <= sin_itr_n4_nxt;
      cos_itr_m4    <= cos_itr_m4_nxt;
      cos_itr_n4    <= cos_itr_n4_nxt;
      cordic_k1     <= cordic_k1_nxt;
      cordic_k2     <= cordic_k2_nxt;
      quadrant_q1   <= quadrant;
   end
end
endmodule
### ./run.sh
#!/bin/bash
# OpenROAD 26Q1-2900-gdf79404cd8, Yosys 0.63+post, stock flow scripts
make -C /OpenROAD-flow-scripts/flow DESIGN_CONFIG=/design/flow/config.mk WORK_HOME=/design/flow/orfs finish
==> metrics.csv <==
stage,metric,value,unit
synth,post-synth cell types,77,
synth,ys cells,5024,
floorplanning,IO Count,47,
clocking,Post-CTS Setup Repair Bufs,0,
critical_path,Crit Path Category,reg2reg,
synth,Avg Synthesized Cell Area,9.53,um^2
clocking,TritonCTS clock tree,done,
flow_run,Log Warnings,37,
synth,Max-area cell share,48.9,%
hold_path,Hold Path Stages,1,
timing,Fmax achieved,0.0798,GHz
synth,synth warn,2,
synth,sequential-to-total area share from yosys stat,6.54,%
critical_path,Reg-to-Reg End,cos_val[10],
floorplanning,DIE AREA,97000,um^2
synth,Synth Instances,5024,
critical_path,Crit. Startpoint,cordic_k1[12],
layout,layout cell share with drive strength beyond 1,2.60,%
clocking,CTS H-tree lvls,4,
timing,Final Max Tran Viols,0,
critical_path,Slowest cell on crit path,o21ai_1,
layout,Finished Layout Cells,6195,
critical_path,Critical Path Start Type,flop,
detailed_routing,DR WL/cell,18.7,um
critical_path,Setup crit end kind,flop,
detailed_routing,DRT antenna net count,0,
layout,most frequent cells in the layout,"1,168 x fa_1, 1,104 x inv_1, 690 x nand2_1",
critical_path,max incr delay on CP,0.64,ns
critical_path,most frequent CP cell,fa_1,
hold_path,hold path startpoint,quadrant_q1[0],
global_route,antenna violations before repair,2,
critical_path,Crit path buffers/inverters,4,
placed_design,Placer Congestion,0.940,
synth,post-synthesis cell area,47900,um^2
floorplanning,FP Util,50.5,%
critical_path,"Largest delay share family, worst path",adder cells,
critical_path,R2R cell count,40,
synth,Yosys top cell by area,fa_1,
synth,area reported by Yosys stat,47900,um^2
floorplanning,Die W,311,um
timing,cycle use final,63.9,%
global_route,All-Layer GR Usage,27.5,%
synth,Top area cell types,"fa_1 49%, ha_1 11%, inv_1 8.7%",
clocking,CTS max path bufs,2,
clocking,Root Driver,clkbuf_16,
critical_path,register-to-register setup slack,7.07,ns
timing,worst clock skew,0.0164,ns
timing,Max-Slew Margin vs Limit,43.1,%
hold_path,Hold Path Sink,sin_val[12],
detailed_routing,Avg Vias per Cell,5.21,
detailed_routing,DRT Pass-1 Iters,5,
synth,Dominant flop cell,dfrtp_1,
placed_design,Placed Cells,6160,
floorplanning,die span in y,311,um
layout,Fill cells,8631,
placed_design,I/O Buffers,46,
global_route,first-pass GRT wire length,193000,um
detailed_routing,via count,32280,
clocking,Num CTS Buffers,17,
clocking,Clock Sinks,125,
critical_path,Crit Path Max Fanout,24,
layout,Syn-to-layout area delta,4.63,%
detailed_routing,DRT Wirelength,116000,um
clocking,Hold Buf Count CTS,0,
critical_path,WP data required,19.92,ns
critical_path,Worst EP arrival,12.85,ns
clocking,clk latency of the worst-skew pair,0.48,ns
timing,actual slew at the worst max-slew pin,0.853,ns
global_route,GRT overflow,0,
floorplanning,core box area,94900,um^2
hold_path,HP Class,reg2reg,
global_route,largest net degree at the start of global routing,50,
clocking,post-CTS resize count,0,
timing,Tmin final,12.53,ns
clocking,Worst-path clk slew,0.06,ns
detailed_routing,# DRC,0,
layout,Commonest Layout Cell,fa_1,
timing,Total Neg Setup Slack,0,ns
synth,Async SR Flop Fraction,100,%
critical_path,Reg-to-Reg Start,cordic_k1[12],
detailed_routing,starting DRC count in detailed routing,1391,
timing,RSZ-0062 raised after global routing,false,
timing,Final setup viols,0,
flow_run,max_cap viols,0,
timing,Fin. Hold Viols,0,
synth,"EDFF count, synth",0,
floorplanning,row count,113,
global_route,vias in the first global route,35356,
status,status,"finished, final reports clean",
synth,ys flops,125,
placed_design,hpwl dp,95200,um
flip-flops by register name (all words and copies together) (netlist names):
name	count
quadrant_q1	1
cos_val	14
sin_itr_n4	17
cordic_k1	12
sin_itr_m4	16
cordic_k2	18
cos_itr_n4	17
cos_itr_m4	16
sin_val	14
cells by family after synthesis:
kind of cell	synth area share, %
mux	0.748
other cells	0.00784
fa+ha+maj	60.3
xor+xnor	2.76
buf+inv	10.6
simple gates	13.8
compound gates	5.20
flops	6.54
stage by stage:
stage                     hold WS [ns]  util (%)  instance area [um^2]  setup WS, ns
after CTS                        0.701      52.8                 50100          7.04
after global placement           0.668      52.1                 49500          7.19
final                            0.716      52.8                 50100          7.07
after detailed placement         0.661      52.1                 49500          7.13
after global routing             0.743      52.8                 50100          6.34
after floorplan                  0.660         -                 47900          8.73
routing by layer:
layer | vias up | track usage (%) | wire length (um)
li1 | 14726 | - | -
met1 | 16498 | 40.7 | 47000
met2 | 935 | 42.1 | 55500
met3 | 117 | 9.28 | 9480
met4 | 4 | 6.70 | 3800
met5 | - | 0.346 | 56
how the worst max path moves through the flow:
stage,to,slack (ns),cells past startpoint
5_1_grt,cos_val[10],6.34,40
4_1_cts,sin_val[7],7.04,40
6_report,cos_val[10],7.07,40
area by class of cell:
type,instances,area [um^2],share of cell area (%)
multi-input cells,3552,39700,79.2
well taps,1265,1580,3.16
flip-flops and latches,125,3130,6.25
diodes,3,7.51,0.0150
repair buffers,109,935,1.87
clock buffers,19,453,0.904
clock inverters,13,154,0.307
inverters,1109,4160,8.31
synth_stat cells, drive strengths merged (4+ instances only):
cell type,count
fa,1168
a221oi,4
a22oi,7
buf,22
a21boi,5
nand4,11
nor2b,24
or2,8
and4,4
o31ai,6
o22ai,37
o21ai,76
nor3,29
o211ai,17
a21o,38
o21bai,11
a22o,5
nand2b,54
and3,15
dfrtp,125
or3,6
nand2,690
xnor2,105
a31o,4
a211o,4
a211oi,11
a31oi,10
a21oi,103
inv,1106
xor2,45
ha,439
nor2,92
nand3,28
and2,406
mux2i,32
o21a,17
clkbuf,216
a2111oi,4
nor4,5
a2bb2oi,4
