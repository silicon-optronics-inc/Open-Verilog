$ cat flow/constraint.sdc
current_design ip_rgb2lms

set clk_period 1.2
set clk_io_pct 0.2

create_clock -name clk0 -period $clk_period [get_ports {clk}]

set non_clock_inputs [all_inputs -no_clocks]
set_input_delay [expr $clk_period * $clk_io_pct] -clock clk0 $non_clock_inputs
set_output_delay [expr $clk_period * $clk_io_pct] -clock clk0 [all_outputs]
$ cat flow/run.sh
#!/bin/bash
# OpenROAD 26Q1-2900-gdf79404cd8, Yosys 0.63+post, stock flow scripts
make -C /OpenROAD-flow-scripts/flow DESIGN_CONFIG=/design/flow/config.mk WORK_HOME=/design/flow/orfs finish
$ cat flow/design.v
module ip_rgb2lms
    #(
         parameter   CIIW       = 8,              
         parameter   CIPW       = 0,              
         parameter   COIW       = 8,              
         parameter   COPW       = 4,              
         parameter   CIW        = CIIW + CIPW,
         parameter   COW        = COIW + COPW
     )
(
output            [COW-1:0]   o_data_l,                      
output            [COW-1:0]   o_data_m,                     
output            [COW-1:0]   o_data_s,                    
output reg                    o_hstr,
output reg                    o_hend,
output reg                    o_href,
input             [CIW-1:0]   i_data_r,                       
input             [CIW-1:0]   i_data_g,                       
input             [CIW-1:0]   i_data_b,                       
input                         i_hstr,
input                         i_hend,
input                         i_href,
input                         clk,
input                         rst_n
);
localparam [4:0]              SHIFT_BIT = (12 +CIPW -COPW);
localparam [COW:0]            MAX_NUM   = (2**COW);
wire         [10 + CIW:0]     r_x1688;
wire         [11 + CIW:0]     g_x2197;
wire         [7  + CIW:0]     b_x211;
wire         [12 + CIW:0]     l_x4096;
wire         [12 + CIW-COW:0] l_x4096_rnd;
reg          [COW :0]         l_x4096_sft;
wire         [COW :0]         l_x4096_sft_nxt;
wire         [COW-1:0]        o_data_l;
wire         [9  + CIW:0]     r_x868;
wire         [11 + CIW:0]     g_x2788;
wire         [9  + CIW:0]     b_x440;
wire         [12 + CIW:0]     m_x4096;
wire         [12 + CIW-COW:0] m_x4096_rnd;
reg          [COW :0]         m_x4096_sft;
wire         [COW :0]         m_x4096_sft_nxt;
wire         [COW-1 :0]       o_data_m;
wire         [8  + CIW:0]     r_x362;
wire         [10 + CIW:0]     g_x1154;
wire         [11 + CIW:0]     b_x2580;
wire         [12 + CIW:0]     s_x4096;
wire         [12 + CIW-COW:0] s_x4096_rnd;
reg          [COW :0]         s_x4096_sft;
wire         [COW :0]         s_x4096_sft_nxt;
wire         [COW-1:0]        o_data_s;
assign  r_x1688           = (i_data_r <<10) + (i_data_r <<9) + (i_data_r <<7) + (i_data_r <<4) + (i_data_r <<3);
assign  g_x2197           = (i_data_g <<11) + (i_data_g <<7) + (i_data_g <<4) + (i_data_g <<2) + (i_data_g <<0);
assign  b_x211            = (i_data_b <<7)  + (i_data_b <<6) + (i_data_b <<4) + (i_data_b <<1) + (i_data_b <<0);
assign  l_x4096           = r_x1688 + g_x2197 + b_x211;
assign  l_x4096_rnd       = {1'b1,{(SHIFT_BIT -1){1'b0}}};
assign  l_x4096_sft_nxt   = (l_x4096) + (l_x4096_rnd)>>> SHIFT_BIT;
assign  o_data_l          = l_x4096_sft | {COW{l_x4096_sft[COW]}};
assign  r_x868            = (i_data_r <<9)  + (i_data_r <<8) + (i_data_r <<6) + (i_data_r <<5) + (i_data_r <<2);
assign  g_x2788           = (i_data_g <<11) + (i_data_g <<9) + (i_data_g <<8) - (i_data_g <<5) + (i_data_g <<2);
assign  b_x440            = (i_data_b <<9)  - (i_data_b <<6) - (i_data_b <<3) ;
assign  m_x4096           = r_x868 + g_x2788 + b_x440;
assign  m_x4096_rnd       = {1'b1,{(SHIFT_BIT -1){1'b0}}};
assign  m_x4096_sft_nxt   = (m_x4096) + (m_x4096_rnd)>>> SHIFT_BIT;
assign  o_data_m          = m_x4096_sft | {COW{m_x4096_sft[COW]}};
assign  r_x362            = (i_data_r <<8)  + (i_data_r <<6) + (i_data_r <<5) + (i_data_r <<3) + (i_data_r <<1);
assign  g_x1154           = (i_data_g <<10) + (i_data_g <<7) + (i_data_g <<1);
assign  b_x2580           = (i_data_b <<11) + (i_data_b <<9) + (i_data_b <<4) + (i_data_b <<2);
assign  s_x4096           = r_x362 + g_x1154 + b_x2580;
assign  s_x4096_rnd       = {1'b1,{(SHIFT_BIT -1){1'b0}}};
assign  s_x4096_sft_nxt   = (s_x4096) + (s_x4096_rnd)>>> SHIFT_BIT;
assign  o_data_s          = s_x4096_sft | {COW{s_x4096_sft[COW]}};
always@(posedge clk or negedge rst_n)begin
    if (!rst_n) begin
        l_x4096_sft      <= 0;
        m_x4096_sft      <= 0;
        s_x4096_sft      <= 0;
        o_hstr           <= 0;
        o_hend           <= 0;
        o_href           <= 0;
    end
    else begin
        l_x4096_sft      <= l_x4096_sft_nxt;
        m_x4096_sft      <= m_x4096_sft_nxt;
        s_x4096_sft      <= s_x4096_sft_nxt;
        o_hstr           <= i_hstr;
        o_hend           <= i_hend;
        o_href           <= i_href;
    end
end
endmodule
$ cat flow/config.mk
export PLATFORM = sky130hd
export DESIGN_NAME = ip_rgb2lms
export DESIGN_NICKNAME = ip_rgb2lms
export VERILOG_FILES = /design/flow/design.v
export SDC_FILE = /design/flow/constraint.sdc
export NUM_CORES = 4
export LEC_CHECK = 1
export CORE_UTILIZATION = 40
==> results.ini <==
[detailed_routing]
dr.pass1.iters=4
top_layer_used=met4
drcViolationCount=0
vias=7652
route.met2.wl_mm=11.97
via_per_inst=4.771
drt_wl_total_mm=23.77
diodes=0
wl_met3_mm=1.519
met1_length_mm=9.850
wire_per_inst_microns=14.82
ant_nets=0
drt-initial-drc-count=191

[final_timing]
relSlewSlack=0.7300
post-route-min-period_ns=5.373
rsz0062_at_grt=yes
whs_ns=-0.09068
final.setup.worst_slack_ns=-4.173
period_used_share=4.478
setup_violations=75
final_hold_viol_count=42
finalSetupTns_ns=-143.30
worst_pin_slew_ns=0.4021
maxSlewViolCount=0
fmax_mhz=186.1

[clock_network]
clk_pin_slew_ns=0.07
root_buffer=clkbuf_16
htreeDepth=2
cts_tree=done
clockBufferDepth=2
clock_sinks=42
cts_buffers=5

[floorplan]
die_w_microns=158.9
core_sq_mm=0.02425
initCoreUtil=0.4063
ios=68
fp-row-count=57
chipHeight_microns=158.9
dieArea_sq_mm=0.02526

[worst_setup_path]
cp-end-kind=register
worstPathMaxFanout=4
cp.arrival_ns=5.59
cp.required_ns=1.42
setup.worst_path.start=i_data_g[3]
slowest_delay_ns=0.51
cp-start-kind=input port
cpMaxStageDelayCell=fa_1
critical_path_class=in -> reg

[synthesis]
yosys_warnings=1
syn_avg_cell_area_sq_um=10.80
syn_area_sq_mm=0.009852
synth_seq_share=0.1067
ys_seq_elements=42
enable_flop_cells=0
ys_cells=912
ys_async_sr_fraction=1.000
synth.distinct_cells=47
synth-main-ff-cell=dfrtp_1
topCellsByArea=fa_1, ha_1, dfrtp_1
top_cell_area_share=0.3901
ys_chip_area_sq_mm=0.009852
yosysTopAreaCell=fa_1
syn_inst=912

[global_routing]
grt_pass1_wl_mm=40.75
grt_max_degree=43
grt-ovfl-total=0
grt_usage=0.2127
grt_pass1_vias=8504
antenna_found_initial=0

[placed_design]
io_buffers=67
dp_cells=1522
place_congestion=0.9178
place_hpwl_mm=19.05

[status]
outcome=finished with violations
violations=hold timing, setup timing

[final_layout]
final_cells=1604
drive_above_1_share=0.4320
syn2layout_area_growth_pct=49.82
finish.utilization=0.6087

[job]
warning_count=44
maxCapViolations=0

[hold_path]
hold_class=in -> async

==> state kept, by name (all words and copies together) (netlist names) <==
register     flops
l_x4096_sft     13
o_hend           1
m_x4096_sft     13
o_href           1
o_hstr           1
s_x4096_sft     13
==> cells in the mapped netlist (all sizes together) (6+ instances only) <==
master  instances
fa            192
ha            180
inv           151
dfrtp          42
a21oi          41
or2            39
xnor2          39
nor2           38
o21ai          32
nand2          28
a21o           14
xor2           14
o21a           13
nor3           12
nand2b         10
nor2b           9
a211oi          8
nand3           6
==> worst paths after layout <==
check	to	slack (ns)	cells after the start
max in group asynchronous	m_x4096_sft[3]$_DFF_PN0_	1.07	2
worst max-delay path	m_x4096_sft[12]$_DFF_PN0_	-4.17	25
min in group clk0	o_hend$_DFF_PN0_	0.38	1
worst min-delay path	l_x4096_sft[0]$_DFF_PN0_	-0.09	2
==> layout make-up <==
cell class	count	area, sq um
Clock buffer	6	138.9
Clock inverter	2	60.06
Fill cell	1849	9488
Inverter	152	574.3
Multi-Input combinational cell	714	9313
Sequential cell	42	1054
Tap cell	324	405.4
Timing Repair Buffer	364	3216
==> layer usage <==
metal | vias up | GRT usage
met4 | 0 | 0.02928
met3 | 21 | 0.06380
li1 | 3716 | -
met5 | - | 0
met2 | 161 | 0.3563
met1 | 3754 | 0.2897
==> cells in the final DEF (no fill, tap or decap), types with 4 or more instances in the layout <==
master,count
dlygate4sd2_1,10
xor2_1,12
clkdlybuf4s50_1,15
nor2_1,32
buf_12,11
nor3_1,7
o21ai_0,11
ha_1,138
buf_4,214
o21ai_2,10
o21ai_1,10
a21o_1,13
o21a_1,13
clkbuf_16,5
xnor2_2,8
fa_2,23
fa_1,169
buf_2,25
a21oi_1,19
a211oi_1,5
inv_2,18
nand4_1,5
or2_2,12
buf_6,74
nand2b_1,9
nor2b_1,7
or2_4,25
dfrtp_1,40
ha_4,39
buf_8,10
nand2_1,22
nand3_1,4
a21oi_2,19
nor2_2,4
xnor2_1,31
inv_1,132
==> critical path: cells and delay by family <==
kind | cells | cell delay, ns
buffers and inverters | 4 | 0.31
XOR/XNOR | 2 | 0.22
AND/OR/NAND/NOR | 2 | 0.22
AND-OR/OR-AND | 9 | 1.72
adder cells (fa/ha/maj) | 8 | 2.88
==> logic make-up after synthesis <==
kind of cell             Yosys count  synth area share
buffers and inverters            156           0.05943
AND/OR/NAND/NOR                  155           0.08090
XOR/XNOR                          53           0.04712
flip-flops                        42            0.1067
adder cells (fa/ha/maj)          372            0.6187
AND-OR/OR-AND                    134           0.08712
==> repair_timing <==
item,4_1_cts,5_1_grt
endpoints found under the hold margin,42,42
pin swaps,140,105
setup endpoints to repair,78,75
buffers inserted,68,30
gates resized,326,97
==> through the flow <==
step           area, sq um  setup WS (ns)  hold WS, ns
3_5_place_dp         13080         -4.924       0.2380
2_1_floorplan        10310         -4.193     -0.05559
4_1_cts              14390         -4.289     -0.08739
5_1_grt              14760         -4.361     -0.06036
3_3_place_gp         13080         -4.895       0.2362
6_report             14760         -4.173     -0.09068
